`design.v`:
```
module SME(clk,reset,chardata,isstring,ispattern,valid,match,match_index);
input clk;
input reset;
input [7:0] chardata;
input isstring;
input ispattern;
output reg match;
output reg [4:0] match_index;
output reg valid;
reg [7:0]string_reg[33:0];
reg [7:0]pattern_reg[7:0];
reg string_reg_e,pattern_reg_e;
reg [3:0]fsm,fsm_next;
reg [5:0]st_conter,st_conter_next;
reg [2:0]pa_conter,pa_conter_next;
reg [5:0]st_conter_reg,st_conter_reg_next;
reg [2:0]pa_conter_reg,pa_conter_reg_next;
reg [5:0]st_reg,st_reg_next;
reg [2:0]pa_reg,pa_reg_next;
reg [5:0]dataA,dataA_next;
reg [5:0]dataB,dataB_next;
reg [2:0]dataC,dataC_next;
reg dataD,dataD_next;
reg clear;
always@(posedge clk,posedge reset)
begin
	if(reset)
	begin
		fsm <= 4'd1;
		st_conter <= 6'd0;
		pa_conter <= 3'd0;
		st_reg <= 6'd0;
		pa_reg <= 3'd0;
		st_conter_reg <= 6'd0;
		pa_conter_reg <= 3'd0;
		dataA <= 6'd0;
		dataB <= 6'd0;
		dataC <= 3'd0;
		dataD <= 1'd0;
	end
	else
	begin
		fsm <= fsm_next;
		st_reg <= st_reg_next;
		pa_reg <= pa_reg_next;
		st_conter_reg <= st_conter_reg_next;
		pa_conter_reg <= pa_conter_reg_next;
		dataA <= dataA_next;
		dataB <= dataB_next;
		dataC <= dataC_next;
		dataD <= dataD_next;
		if(isstring)
		begin
			string_reg[st_conter] <= chardata;
			st_conter <= st_conter + 6'd1;
		end
		if(ispattern)
		begin
			pattern_reg[pa_conter] <= chardata;
			pa_conter <= pa_conter + 3'd1;
		end
		if(clear)
		begin
			st_conter <= 6'd0;
			pa_conter <= 3'd0;
		end
	end
end
always@(*)
begin
	case(fsm)
		4'd1:  
		begin
			fsm_next = fsm;
			st_reg_next = 6'd0;
			pa_reg_next = 3'd0;
			st_conter_reg_next = st_conter_reg;
			pa_conter_reg_next = pa_conter_reg;
			clear = 1'b0;
			dataA_next = dataA;
			valid = 1'b0;
			match = 1'b0;
			match_index = 5'd0;
			dataB_next = dataB;
			dataC_next = dataC;
			dataD_next = dataD;
			if(!(isstring | ispattern))
			begin
				fsm_next = 4'd2;
				if(st_conter != 6'd0)
					st_conter_reg_next = st_conter;
				pa_conter_reg_next = pa_conter;
				clear = 1'b1;
			end
		end
		4'd2:
		begin
			fsm_next = fsm;
			st_reg_next = st_reg + 6'd1;
			pa_reg_next = pa_reg;
			st_conter_reg_next = st_conter_reg;
			pa_conter_reg_next = pa_conter_reg;
			clear = 1'b0;
			dataA_next = dataA;
			valid = 1'b0;
			match = 1'b0;
			match_index = 5'd0;
			dataB_next = dataB;
			dataC_next = dataC;
			dataD_next = dataD;
			if(st_reg == st_conter_reg)
			begin
				fsm_next = 4'd10;  
			end
			else
			begin
				if(pattern_reg[pa_reg] == 8'h2A)
				begin
					pa_reg_next = pa_reg + 3'd1;
				end
				else if(pattern_reg[pa_reg] == 8'h5E && st_reg == 6'd0)   
				begin
					fsm_next = 4'd3;
					pa_reg_next = pa_reg + 3'd1;
					st_reg_next = st_reg;
					dataA_next = st_reg;
				end
				else if(pattern_reg[pa_reg] == 8'h5E && string_reg[st_reg] == 8'h20)   
				begin
					fsm_next = 4'd3;
					st_reg_next = st_reg + 6'd1;
					pa_reg_next = pa_reg + 3'd1;
					dataA_next = st_reg + 6'd1;
				end
				else if(pattern_reg[pa_reg] == 8'h2E)   
				begin
					fsm_next = 4'd3;
					st_reg_next = st_reg;
					dataA_next = st_reg;
				end
				else if(pattern_reg[pa_reg] == string_reg[st_reg])
				begin
					fsm_next = 4'd3;
					st_reg_next = st_reg;
					dataA_next = st_reg;
				end
			end
		end
		4'd3:
		begin
			fsm_next = fsm;
			st_reg_next = st_reg + 6'd1;
			pa_reg_next = pa_reg + 3'd1;
			st_conter_reg_next = st_conter_reg;
			pa_conter_reg_next = pa_conter_reg;
			clear = 1'b0;
			dataA_next = dataA;
			valid = 1'b0;
			match = 1'b0;
			match_index = 5'd0;
			dataB_next = dataB;
			dataC_next = dataC;
			dataD_next = dataD;
			if(pattern_reg[pa_reg] == 8'h2A && pa_reg == pa_conter_reg)  
			begin
				fsm_next = 4'd11;  
			end
			else if(pattern_reg[pa_reg] == 8'h2A)
			begin
				if(dataD == 1'b0)
				begin
					dataC_next = pa_reg;
					dataD_next = 1'b1;
				end
				if(pattern_reg[pa_reg+3'd1] != string_reg[st_reg])
				begin
					pa_reg_next = pa_reg;
				end
				else begin
					dataB_next = st_reg;
					if(pa_reg + 3'd2 == pa_conter_reg)
					begin
						fsm_next = 4'd11;   
					end
					else 
					begin
						pa_reg_next = pa_reg + 3'd2;
					end
				end
				if(st_reg == st_conter_reg)
				begin
					fsm_next = 4'd10;  
				end
			end
			else if(pattern_reg[pa_reg] == 8'h24 && st_reg == st_conter_reg)   
			begin
				fsm_next = 4'd11;  
			end
			else if(pattern_reg[pa_reg] == 8'h24 && string_reg[st_reg] == 8'h20)   
			begin
				fsm_next = 4'd11;  
			end
			else if(pattern_reg[pa_reg] == 8'h2E && pa_reg + 3'd1 == pa_conter_reg)   
			begin
				fsm_next = 4'd11;  
			end
			else if(st_reg == st_conter_reg)
			begin
				fsm_next = 4'd10;  
			end
			else if(pattern_reg[pa_reg] == 8'h2E)   
			begin
				fsm_next = fsm;
			end
			else if(pattern_reg[pa_reg] != string_reg[st_reg])  
			begin
				if(dataD == 1'b1)
				begin
					st_reg_next = dataB + 6'd1;
					pa_reg_next = dataC;
					dataD_next = 1'b0;
				end
				else 
				begin
					fsm_next = 4'd2;
					st_reg_next = dataA + 6'd1;
					pa_reg_next = 3'd0;
				end
			end
			else if(pa_reg + 3'd1 == pa_conter_reg)
			begin
				fsm_next = 4'd11;   
			end
		end
		4'd10:		 
		begin
			fsm_next = 4'd1;
			st_reg_next = 6'd0;
			pa_reg_next = 3'd0;
			st_conter_reg_next = st_conter_reg;
			pa_conter_reg_next = pa_conter_reg;
			clear = 1'b0;
			dataA_next = dataA;
			valid = 1'b1;
			match = 1'b0;
			match_index = 5'd0;
			dataB_next = 6'd0;
			dataC_next = 3'd0;
			dataD_next = 1'b0;
		end
		4'd11:		 
		begin
			fsm_next = 4'd1;
			st_reg_next = 6'd0;
			pa_reg_next = 3'd0;
			st_conter_reg_next = st_conter_reg;
			pa_conter_reg_next = pa_conter_reg;
			clear = 1'b0;
			dataA_next = dataA;
			valid = 1'b1;
			match = 1'b1;
			match_index = dataA[4:0];
			dataB_next = 6'd0;
			dataC_next = 3'd0;
			dataD_next = 1'b0;
		end
		default:
		begin
			fsm_next = 4'd0;
			st_reg_next = 6'd0;
			pa_reg_next = 3'd0;
			st_conter_reg_next = st_conter_reg;
			pa_conter_reg_next = pa_conter_reg;
			clear = 1'b0;
			dataA_next = dataA;
			valid = 1'b0;
			match = 1'b0;
			match_index = 5'd0;
			dataB_next = dataB;
			dataC_next = dataC;
			dataD_next = dataD;
		end
	endcase
end
endmodule
```
`run.sh`:
```
#!/bin/bash
# OpenROAD 26Q1-2900-gdf79404cd8, Yosys 0.63+post, stock flow scripts
make -C /OpenROAD-flow-scripts/flow DESIGN_CONFIG=/design/flow/config.mk WORK_HOME=/design/flow/orfs finish
```
`config.mk`:
```
export PLATFORM = sky130hd
export DESIGN_NAME = SME
export DESIGN_NICKNAME = SME
export VERILOG_FILES = /design/flow/design.v
export SDC_FILE = /design/flow/constraint.sdc
export NUM_CORES = 4
export LEC_CHECK = 1
export CORE_UTILIZATION = 50
```
`constraint.sdc`:
```
current_design SME

set clk_period 10.6
set clk_io_pct 0.2

create_clock -name clk0 -period $clk_period [get_ports {clk}]

set non_clock_inputs [all_inputs -no_clocks]
set_input_delay [expr $clk_period * $clk_io_pct] -clock clk0 $non_clock_inputs
set_output_delay [expr $clk_period * $clk_io_pct] -clock clk0 [all_outputs]
```
==> flow_metrics.tcl <==
# collected from the flow reports
set metrics [dict create \
    synthFlopType "edfxtp_1" \
    dr.first_iter.drc_count 879 \
    yosys.area_share.aoi_pct 12.9 \
    area_leaders "edfxtp_1 57%, dfrtp_1 6.6%, a22oi_1 2.6%" \
    cpMaxStageDelayCell "o41ai_1" \
    dp_hpwl_um 33800 \
    synth-seq-area-share_pct 63.2 \
    area_delta_synth_final_pct 10.5 \
    finalSetupViolations 0 \
    place.gp.congestion 0.965 \
    ctsHoldBuffers 0 \
    mux_area_share_pct 4.25 \
    largest_reg_flops 272 \
    xor_share_pct 1.91 \
    nFillCells 2751 \
    cp.buffers_inverters 2 \
    drive_gt1_share_pct 12.4 \
    synth_cell_types 92 \
    ctsResizeCount 0 \
    fp.dieW_um 191 \
    initial_core_util_pct 51.3 \
    slew_viol_final 0 \
    power_leakage_nw 6.68 \
    total_power_mw 4.05 \
    worst_ep_arrival_time_ns 5.94 \
    fmax_mhz 183 \
    critPathCaptureType "flip-flop" \
    detail_route.wl_per_cell_um 28.4 \
    cts.htree.levels 2 \
    cp.required_ns 11.07 \
    port_buffers 18 \
    largest_area_cell "edfxtp_1" \
    top_cells_by_count "336 x edfxtp_1, 74 x nor2_1, 66 x nand2_1" \
    via_count 12000 \
    crit_chain "inv_1 -> ha_2 -> buf_4 -> o21ba_2 -> a2111oi_0 -> o221ai_1 -> a211oi_4 -> o41ai_1 -> xnor2_1 -> nor2_1 -> a31o_2 -> or4_1 -> o311ai_1 -> mux2_2" \
    rsz0062_at_grt "no" \
    reg2reg_slack_ns 5.13 \
    path_max_fanout 36 \
    mappedNetlistArea_sq_um 17900 \
    min_from "fsm[0]" \
    clockBufferDepth 3 \
    r2r_cells 14 \
    start_kind "flip-flop" \
    rr_startpoint "st_reg[1]" \
    cap_violations 0 \
    netlist_logic_family_top "simple AND/OR/NAND/NOR gates" \
    syn_area_per_cell_sq_um 13.2 \
    antenna_found_initial 0 \
    status "complete, no violations" \
    fp-row-count 68 \
    max_slew_margin_pct 37.6 \
    ys_cells 1349 \
    tightest_slew_ns 0.933 \
    vias_per_cell 6.51 \
    crit_family "AND-OR/OR-AND gates" \
    clock_skew_ns 0.0186 \
    clk_pin_slew_ns 0.06 \
    grt_pass1_vias 12200 \
    post-route-period-util_pct 51.6 \
    top_area_share_pct 56.5 \
    postCtsSetupBuffers 0 \
    grt_max_degree 59 \
    ys_sh_simple_pct 13.4 \
    yosysWarnings 3 \
    numCtsBuffers 41 \
    worstReg2RegEnd "pa_reg[2]" \
    clockRootBuffer "clkbuf_16" \
    die_h_um 191 \
    tns_ns 0 \
    irDropWorstVdd_v 0.000151 \
    postSynth.asyncResetShare_pct 12.5 \
    synth_top_cell_by_count "edfxtp_1" \
    finalHoldViolations 0 \
    cpPeakStageDelay_ns 0.88 \
    chip_area_sq_um 36500 \
    io_pins 19 \
    synth-edff-count 336 \
    grt_pass1_wl_um 78000 \
    dr.pass1.iters 5 \
    synthAdderAreaFrac_pct 1.47 \
    hold_depth 2 \
    cts_tree "done" \
    drtAntennaViolNets 0 \
    hold_end "fsm[0]" \
    clk_latency_ns 0.55 \
    track_usage_pct 32.2 \
    synth-area-yosys_sq_um 17900 \
    path_class "flip-flop to flip-flop" \
    ys_seq_elements 384 \
    wirelength_um 52400 \
    drcViolationCount 0 \
    synth_cells 1349 \
    worstHoldPathType "flip-flop to flip-flop" \
    warning_count 39 \
    core-area_sq_um 34800 \
    clock_sinks 384 \
    min_period_ns 5.47 \
    power_density_nw_per_um2 205 \
    antennaDiodeCount 0 \
    grt_overflow 0 \
]
==> how the worst max path moves through the flow <==
stage         start        end  slack (ns)  cells past startpoint
4_1_cts   st_reg[1]  pa_reg[2]        5.19                     14
5_1_grt   st_reg[1]  st_reg[3]        4.75                     14
6_report  st_reg[1]  pa_reg[2]        5.13                     14
==> kinds of logic after synthesis <==
group / after synthesis
compound gates: 302
fa+ha+maj: 21
mux: 70
xor+xnor: 39
buf+inv: 108
flops: 384
simple gates: 425
==> per-layer routing <==
| layer | vias to the layer above | track usage [%] | wire, um |
|---|---|---|---|
| met3 | 110 | 14.9 | 6010 |
| met5 | - | 0 | 0 |
| met4 | 0 | 9.05 | 1840 |
| li1 | 5351 | - | - |
| met1 | 5900 | 46.2 | 20000 |
| met2 | 626 | 47.5 | 24600 |
==> placed cells by master, fill, tap and decap left out, drive strengths merged, types with 6 or more instances in the layout <==
| cell | count |
|---|---|
| a221oi | 15 |
| nand3 | 53 |
| nand4 | 20 |
| nor4 | 11 |
| a22oi | 61 |
| a311oi | 6 |
| or3 | 9 |
| ha | 21 |
| xor2 | 17 |
| and3 | 43 |
| dfrtp | 47 |
| xnor2 | 22 |
| a32oi | 7 |
| clkbuf | 53 |
| a222oi | 10 |
| clkdlybuf4s50 | 12 |
| o22ai | 13 |
| and2 | 49 |
| edfxtp | 336 |
| a2111oi | 15 |
| clkinv | 15 |
| a31oi | 19 |
| a21o | 6 |
| a22o | 15 |
| buf | 40 |
| o21ai | 31 |
| inv | 22 |
| o211ai | 8 |
| nand2b | 7 |
| nand3b | 11 |
| nand2 | 66 |
| nor2 | 74 |
| mux2 | 43 |
| nor4b | 7 |
| nor2b | 11 |
| a211oi | 7 |
| mux2i | 27 |
| a21oi | 30 |
| nor3 | 23 |
| o31ai | 10 |
==> final cells by class <==
cell class / instances / area, sq um / share of cell area [%]
sequential: 384 / 11300 / 57.2
tap: 455 / 569 / 2.88
timing repair buffer: 52 / 405 / 2.05
clock inverter: 20 / 211 / 1.07
clock buffer: 53 / 1090 / 5.53
multi-input combinational: 857 / 6090 / 30.8
inverter: 21 / 78.8 / 0.399
==> stage by stage <==
stage                     hold WS [ns]  util (%)  setup WS, ns  area (sq um)  cells
final                            0.484      56.7          5.13         19700   1842
after global routing             0.515      56.7          4.75         19700   1842
after CTS                        0.490      56.7          5.19         19700   1842
after detailed placement         0.484      53.0          5.22         18400   1769
after global placement           0.472      53.0          5.24         18400   1769
after floorplan                  0.439         -          6.06         17900   1349
==> where the power goes <==
group          internal [mW]  switching (mW)
combinational          0.281           0.567
sequential              1.72          0.0644
clock                  0.827           0.582
total                   2.83            1.21
==> tightest hold or removal path, delay by kind of cell, from the launching register on <==
family,cells,cell delay (ns)
flops,1,0.37
simple gates,1,0.05
compound gates,1,0.06
No activity file was given, so power comes from the tool's default toggle rates.
